--- run.sh ---
#!/bin/bash
# OpenROAD 26Q1-2900-gdf79404cd8, Yosys 0.63+post, stock flow scripts
make -C /OpenROAD-flow-scripts/flow DESIGN_CONFIG=/design/flow/config.mk WORK_HOME=/design/flow/orfs finish
--- config.mk ---
export PLATFORM = sky130hd
export DESIGN_NAME = receiver
export DESIGN_NICKNAME = receiver
export VERILOG_FILES = /design/flow/design.v
export SDC_FILE = /design/flow/constraint.sdc
export NUM_CORES = 4
export LEC_CHECK = 1
export CORE_AREA = 10 10 93 93
export DIE_AREA = 0 0 103 103
--- constraint.sdc ---
current_design receiver

set clk_period 2.3
set clk_io_pct 0.2

create_clock -name clk0 -period $clk_period [get_ports {clk}]

set non_clock_inputs [all_inputs -no_clocks]
set_input_delay [expr $clk_period * $clk_io_pct] -clock clk0 $non_clock_inputs
set_output_delay [expr $clk_period * $clk_io_pct] -clock clk0 [all_outputs]
--- design.v ---
module receiver #(parameter DATA_LENGTH = 8)(
    input clk, reset_n,
    input rx, baud_timer, 
    output reg rx_data_received,
    output [DATA_LENGTH-1:0] rx_data
);
    localparam idle = 2'h0, start = 2'h1, receive = 2'h2, done = 2'h3;
    reg [1:0] current_state, next_state;
    reg [3:0] baud_count, next_baud_count; 
    reg [$clog2(DATA_LENGTH)-1:0] current_bit, next_bit;
    reg [DATA_LENGTH-1:0] current_byte, next_byte;
    always @(posedge clk, negedge reset_n)
    begin
        if(!reset_n)
        begin
            current_state <= idle;
            baud_count    <= 0;
            current_bit   <= 0;
            current_byte  <= 0;
        end
        else
        begin
            current_state <= next_state;
            baud_count    <= next_baud_count;
            current_bit   <= next_bit;
            current_byte  <= next_byte;
        end
    end
    always @(*)
    begin
        next_state       = current_state;
        next_baud_count  = baud_count;
        next_bit         = current_bit;
        next_byte        = current_byte;
        rx_data_received = 0;
        case (current_state)
            idle:   
                if(!rx)
                begin
                    next_baud_count = 0;
                    next_state      = start;
                end
            start: 
                if(baud_timer)
                    if(baud_count == 7)
                    begin
                        if(rx)
                            next_state = idle;
                        else
                            next_baud_count = 0;
                            next_bit        = 0;
                            next_state      = receive;
                    end
                    else
                        next_baud_count = baud_count + 1;
            receive:
                if(baud_timer)
                    if(baud_count == 15)
                    begin
                        next_baud_count = 0;
                        next_byte       = {rx, current_byte[DATA_LENGTH-1:1]};  
                        if(current_bit == (DATA_LENGTH-1))
                            next_state = done;
                        else
                            next_bit = current_bit + 1;
                    end
                    else
                        next_baud_count = baud_count + 1;
            done:
                if(baud_timer)
                   if(baud_count == 15)
                   begin
                        rx_data_received = 1;
                        next_state = idle;
                   end 
                   else
                        next_baud_count = baud_count + 1;
            default: next_state = idle;
        endcase
    end
    assign rx_data = current_byte;
endmodule
==> run summary <==
outcome: finished clean
most instantiated logic cells after routing: dfrtp_1 (18), clkdlybuf4s50_1 (11), o21ai_0 (10)
adder-cell share of the synthesized area: 0.0367
period utilisation layout: 0.945
Synth Warn #: 1
Worst Setup Start Kind: register
number of core rows: 30
Dominant comb cell: AND-OR/OR-AND gates
Hold Vio Cnt, Final: 0
crit path time final: 2.17 ns
Critical Path AT: 1.71 ns
CP Buf/Inv Count: 1
Hold/Removal Path Class: reg2reg
WHS Path Cells: 1
hold buffer count at CTS: 0
initial antenna violation count: 0
antenna viol nets, final: 0
sequential power share: 0.426
reg2reg setup slack: 0.42 ns
Clock Tree Root: clkbuf_8
layout cell share with drive strength beyond 1: 0.183
M2 GR Usage: 0.0531
CTS sink count: 19
critical-path cell list: nand4_4 -> nor2_4 -> clkdlybuf4s50_1
total die area: 10600 um^2
detailed-route vias per instance: 4.03
Port-buffer cells: 12
Setup Fix Bufs, Post-CTS: 0
count of tool warnings: 25
peak supply drop: 496 uV
Logic pwr share: 0.434
CTS tree: yes
clock skew: 0.00237 ns
num ports: 13
GR Util met1: 0.0565
RSZ-0062 raised after global routing: no
first-pass GRT wire length: 3460 um
worst hold path endpoint: current_byte[0]
worst r2r dst: current_byte[4]
Peak Freq: 460 MHz
crit path max-delay cell type: dfrtp_1
Syn Area/Cell: 10.6 um^2
Slew HR: 0.676
Mapped Area: 1020 um^2
Die Width: 103 um
Num CTS Buffers: 3
Routed WL: 2000 um
drt pass-1 iters: 4
Area growth syn-to-layout: 27.9%
Post-route DRC: 0
Cell Pwr Density: 1260 nW/um^2
final setup fails: 0
Max-Cap Viols: 0
final core occ: 0.194
vias in the first global route: 723
P_int: 1.06 mW
area fraction in xor and xnor cells: 0
Routability Congestion: 0.770
Yosys reg bits: 19
routed len/inst: 10.6 um
clock power share: 0.139
diode count: 0
final hold slack: 0.508 ns
worst slew pin tran: 0.483 ns
DP HPWL: 1430 um
leakage: 0.493 nW
die height: 103 um
ao+oa area frac: 0.200
Synth Area in Simple Gates: 0.163
total track usage: 0.0387
R2R cell count: 4
Clock transition at path regs: 0.07 ns
Mapped Cells: 96
YS chip area: 1020 um^2
CP endpoint kind: output port
worst-case clock buffer depth: 2
largest net degree at the start of global routing: 20
Worst-Skew Late Latency: 0.25 ns
mux share: 0.0991
core area: 6760 um^2
post-layout total power: 1.64 mW
# H-tree levels: 1
Synth Seq Share: 0.466
sw frac: 0.357
unique cell type count in the Yosys netlist: 30
total global routing overflow: 0
DR vias: 762
type of the worst setup path: reg2out
delay-heaviest family, CP: flip-flops
worst stage delay on the critical path: 0.60 ns
worst r2r src: baud_count[3]
Initial DRC Count: 47
Req. time, crit path: 1.84 ns
Critical Path Fanout Max: 13
most frequent logic cell in the layout: dfrtp_1
fin. max-slew vios: 0
hold_sp: current_byte[0]
met3 GRT Util: 0.0149
layer with the highest usage: met1
# fillers: 740
fp_density: 0.151
# Cells Yosys: 96
Net Sw Power: 586 uW
==> layer usage <==
metal	up-vias	wire length [um]
li1	379	-
met1	367	1000
met2	14	848
met3	2	133
met4	0	17
met5	-	0
==> kinds of logic after synthesis <==
| group | count (synthesis) |
|---|---|
| adders and majority gates | 3 |
| AOI/OAI and AO/OA | 27 |
| muxes | 9 |
| DFF | 19 |
| buffers and inverters | 9 |
| and+or+nand+nor | 29 |
==> worst max-delay path by stage <==
| stage | start | to | slack (ns) | cells after the start |
|---|---|---|---|---|
| 6_report | baud_count[3] | rx_data_received | 0.13 | 3 |
| 4_1_cts | baud_timer | rx_data_received | 0.03 | 4 |
| 5_1_grt | baud_count[3] | rx_data_received | 0.02 | 3 |
==> flip-flops by register name (all words and copies together), names as in the netlist <==
| signal | cells |
|---|---|
| baud_count | 4 |
| current_state | 4 |
| current_bit | 3 |
| current_byte | 8 |
==> per-stage QoR <==
step / area, um^2 / setup TNS (ns) / worst slack, ns / std cells
after CTS: 1290 / 0 / 0.0282 / 189
after global placement: 1240 / -0.00712 / -0.00712 / 185
final: 1310 / 0 / 0.126 / 189
after floorplan: 1020 / 0 / 0.437 / 96
after global routing: 1310 / 0 / 0.0245 / 189
after detailed placement: 1240 / -0.00518 / -0.00518 / 185
==> cells in the mapped netlist <==
master,instances,share of area
nand4b_1,1,0.0086
buf_2,2,0.0098
mux2_2,9,0.099
a22o_1,4,0.034
a2111oi_4,1,0.027
o21ai_0,10,0.049
nand3_1,4,0.020
inv_1,3,0.011
a2111oi_0,1,0.0086
or3_1,1,0.0061
nand4_4,1,0.021
dfrtp_1,18,0.44
dfstp_2,1,0.026
a211o_1,1,0.0086
clkbuf_1,4,0.015
nor3b_1,2,0.015
a21o_1,2,0.015
nor3_1,2,0.0098
nand2b_1,2,0.012
a21oi_1,2,0.0098
nand3b_1,1,0.0073
nand2_1,8,0.029
nor2_1,4,0.015
nor2b_1,2,0.012
ha_1,3,0.037
o32ai_1,1,0.0086
o31ai_1,3,0.022
o22a_1,1,0.0086
and2b_1,1,0.0073
a41oi_1,1,0.0086
==> what timing repair did <==
| action | CTS | global route |
|---|---|---|
| setup endpoints to repair | 1 | 1 |
| pin swaps | 0 | 1 |
| resized | 2 | 3 |
==> power groups by stage <==
stage         logic [mW]  registers [mW]  clock network, mW
CTS                0.712           0.690              0.241
finish             0.713           0.700              0.229
global route       0.821           0.731              0.257
==> final cells by class <==
type / instances / area (um^2) / area share
Multi-Input combinational cell: 68 / 529 / 0.405
Sequential cell: 19 / 477 / 0.365
Timing Repair Buffer: 15 / 145 / 0.111
Tap cell: 80 / 100 / 0.0766
Clock buffer: 4 / 45.0 / 0.0344
Inverter: 3 / 11.3 / 0.00861
Power and IR drop assume default switching activity.
