==> ./design.v <==
module transmitter #(parameter DATA_LENGTH = 8)(
    input clk, reset_n,
    input tx_valid, baud_timer,
    input [DATA_LENGTH-1:0] tx_data,
    output reg tx_data_transmit,
    output tx
);
    localparam idle = 2'h0, start = 2'h1, transmit = 2'h2, done = 2'h3;
    reg [1:0] current_state, next_state;
    reg [3:0] baud_count, next_baud_count; 
    reg [$clog2(DATA_LENGTH)-1:0] current_bit, next_bit;
    reg [DATA_LENGTH-1:0] current_byte, next_byte;
    reg current_tx, next_tx;
    always @(posedge clk, negedge reset_n)
    begin
        if (!reset_n)
        begin
            current_state <= idle;
            baud_count <= 0;
            current_bit <= 0;
            current_byte <= 0;
            current_tx  <= 1;
        end
        else
        begin
            current_state <= next_state;
            baud_count    <= next_baud_count;
            current_bit   <= next_bit;
            current_byte  <= next_byte;
            current_tx    <= next_tx;
        end
    end
    always @(*)
    begin
        next_state            = current_state;
        next_baud_count       = baud_count;
        next_bit              = current_bit;
        next_byte             = current_byte;
        next_tx               = current_tx;
        tx_data_transmit      = 0;
        case (current_state)
            idle:
            begin
                next_tx = 1'h1;
                if (tx_valid)
                begin
                    next_byte = tx_data;   
                    next_baud_count  = 0;
                    next_state = start;
                end
            end
            start:
            begin
                next_tx = 1'h0;        
                if (baud_timer)
                    if (baud_count == 15)
                    begin
                        next_baud_count = 0;
                        next_bit  = 0;
                        next_state = transmit;
                    end
                    else
                        next_baud_count = baud_count + 1;
            end
            transmit:
            begin
                next_tx = current_byte[0];
                if (baud_timer)
                    if (baud_count == 15)
                    begin
                        next_baud_count = 0;
                        next_byte = {1'h1, current_byte[DATA_LENGTH-1:1]};  
                        if (current_bit == (DATA_LENGTH-1))
                            next_state = done;
                        else
                            next_bit = current_bit + 1;    
                    end
                    else
                        next_baud_count = baud_count + 1;               
            end
            done:
            begin        
                next_tx = 1'h1;
                if (baud_timer)
                    if (baud_count == 15)
                    begin
                        next_state = idle;
                        if(!tx_valid)
                            tx_data_transmit = 0;
                        else
                            tx_data_transmit = 1;
                    end
                    else
                        next_baud_count = baud_count + 1;
            end
            default:
                next_state = idle;
        endcase
    end
    assign tx = current_tx;
endmodule
==> ./run.sh <==
#!/bin/bash
# OpenROAD 26Q1-2900-gdf79404cd8, Yosys 0.63+post, stock flow scripts
make -C /OpenROAD-flow-scripts/flow DESIGN_CONFIG=/design/flow/config.mk WORK_HOME=/design/flow/orfs finish
==> ./config.mk <==
export PLATFORM = sky130hd
export DESIGN_NAME = transmitter
export DESIGN_NICKNAME = transmitter
export VERILOG_FILES = /design/flow/design.v
export SDC_FILE = /design/flow/constraint.sdc
export NUM_CORES = 4
export LEC_CHECK = 1
export CORE_AREA = 10 10 93 93
export DIE_AREA = 0 0 103 103
==> ./constraint.sdc <==
current_design transmitter

set clk_period 3.5
set clk_io_pct 0.2

create_clock -name clk0 -period $clk_period [get_ports {clk}]

set non_clock_inputs [all_inputs -no_clocks]
set_input_delay [expr $clk_period * $clk_io_pct] -clock clk0 $non_clock_inputs
set_output_delay [expr $clk_period * $clk_io_pct] -clock clk0 [all_outputs]
==> run notes <==
yosys + openroad results -> run status=completed, chip area in the Yosys report=1110 µm², fraction of power consumed by combinational cells=30.7%, final slew viol count=0, Die Area=10600 µm², setup repair after global routing missed its margin=no, Placement Rows=30, via count of the first global-routing pass=828, critical path startpoint=baud_timer, proportion of power drawn by flip-flops and latches=48.2%, H-tree level count=1, Chip Height=103 µm, clock tree from TritonCTS=done, Yosys warning total=1, global-route usage over all layers=4.54%, endpoint of the worst-slack reg-to-reg timing path=current_byte[1], clock tree buffer depth=2, startpoint of the most critical register-to-register path=baud_count[0], post-synthesis async set-or-reset flop share=100%, horizontal extent of the die=103 µm, core utilization at floorplan=16.5%, Cell Type Count=38, remaining antenna violation count=0, flop2flop setup slack=1.66 ns, number of instances in the synthesized netlist=107, Synth flops=20, number of detailed-routing iterations run before antenna repair=4, detailed router's first-iteration violation count=31, maximum vdd ir drop=0.173 mV, yosys cell count=107, vias post-DR=840, final-layout setup total negative slack=0 ns, Sw Ratio=32.6%, final RePlAce weighted congestion=0.769, power per cell area=614 nW/µm², cells on worst reg2reg path=5, wire length of the first global-routing pass=3.95 mm, capturing element type of the critical path=output pin, Clock power frac=21.2%, average wire per cell in the routed design=11.5 µm, latest clock arrival within the worst-skew pair=0.26 ns, area of the mapped netlist=1110 µm², GRT Residual Overflow=0, Post-CTS Hold Buffers=0, Area Overhead vs Synth=22.4%, type of the worst setup path=in2out, required time of the critical path=2.80 ns, Post CTS Setup Buffer Count=0, final count of negative-setup-slack endpoints=0, Fin Clk Skew=0.00354 ns, CTS root buffer=sky130_fd_sc_hd__clkbuf_8, worst slew margin relative to its limit=69.9%, cell internal pwr=0.564 mW, proportion of layout cells with a drive suffix above 1=14.2%, post-route worst setup slack=0.866 ns, Final HPWL DP=1.71 mm, Leak Pwr=0.544 nW, minimum period implied by the final worst setup slack=2.63 ns, Core Footprint=6760 µm², number of vias per cell after detailed routing=4.20, Placement Setup Slack=0.851 ns, terminating pin of the worst hold path=baud_count[0], number of antenna violations at the first check in global routing=0, DR DRC count=0, worst min-delay path category=reg2reg, Hold Path Cell Cnt=1, number of clock sinks=20, Top FF cell, synth=sky130_fd_sc_hd__dfrtp_1, final WL=2.31 mm, number of warnings in the stage logs=25, Antenna Diode Count=0, pin count of the biggest net entering global routing=21, I/O Pins=14, number of endpoints with negative hold slack in the final report=0, transition time of the tightest slew-check pin=0.451 ns, EDFF count, synth=0, post-layout period usage of the worst path=75.3%, Critical Path Source Type=primary input, worst-path maximum fanout=6, Gates resized, CTS repair=0, number of buffers created by CTS=3, sw power=0.273 mW, mean post-synth cell area=10.4 µm², crit path DAT=1.93 ns, portion of the post-synthesis area used by sequential elements=45.2%, # port buffers=13, highest clock frequency the design can meet=0.380 GHz, maximum capacitance violations=0, Clock Pin Slew Worst Setup and Hold Paths=0.08 ns, hold path startpoint=baud_count[0]
==> metrics by stage <==
step,cell area [µm²],power [mW],utilization (%),cells,hold WS [ns]
finish,1360,0.837,20.2,200,0.507
floorplan,1110,0.595,-,107,0.404
detailed placement,1310,0.665,19.4,196,0.497
global placement,1310,0.658,19.4,196,0.488
global route,1360,0.914,20.2,200,0.538
CTS,1360,0.843,20.2,200,0.510
==> area by class of cell <==
cell class                 instances  area [µm²]
multi-input combinational         79         556
fill                             749        5390
inverter                           3        11.3
timing repair buffer              14         138
clock buffer                       4        55.1
sequential                        20         503
tap                               80         100
==> cell families (layout without fill, tap and decap cells) <==
| family | after synthesis | in the layout | synth area share [%] |
|---|---|---|---|
| compound gates | 40 | 40 | 26.4 |
| fa+ha+maj | 3 | 3 | 3.37 |
| buf+inv | 8 | 21 | 4.94 |
| flops | 20 | 20 | 45.2 |
| mux | 1 | 1 | 0.899 |
| simple gates | 35 | 35 | 19.2 |
==> cells in the mapped netlist (2+ instances only) <==
cell type                   number  area (µm²)
sky130_fd_sc_hd__a22oi_1        15         113
sky130_fd_sc_hd__ha_1            3        37.5
sky130_fd_sc_hd__nand2_1        15        56.3
sky130_fd_sc_hd__nand3_1         2        10.0
sky130_fd_sc_hd__o21ai_1         7        35.0
sky130_fd_sc_hd__o21ai_0         2        10.0
sky130_fd_sc_hd__a21oi_1         2        10.0
sky130_fd_sc_hd__buf_2           2        10.0
sky130_fd_sc_hd__o21a_1          2        15.0
sky130_fd_sc_hd__and3_1          2        12.5
sky130_fd_sc_hd__dfrtp_1        18         450
sky130_fd_sc_hd__nor3_4          2        32.5
sky130_fd_sc_hd__o2bb2ai_1       3        26.3
sky130_fd_sc_hd__dfstp_2         2        52.6
sky130_fd_sc_hd__inv_1           2        7.51
sky130_fd_sc_hd__nor2_1          4        15.0
sky130_fd_sc_hd__buf_6           3        33.8
==> worst max-delay path, cell delays in order <==
cell	delay, ns
sky130_fd_sc_hd__clkdlybuf4s50_1	0.58
sky130_fd_sc_hd__and3_1	0.19
sky130_fd_sc_hd__clkdlybuf4s50_1	0.46
==> worst max-delay path by stage <==
stage | endpoint | cells past startpoint
global route | tx_data_transmit | 3
CTS | tx_data_transmit | 3
finish | tx_data_transmit | 3
==> metal layers <==
metal | vias up | global-route usage (%) | wire length [µm]
met5 | - | 0 | 0
met4 | 0 | 0.214 | 8
met3 | 2 | 1.90 | 156
met2 | 14 | 6.53 | 977
met1 | 396 | 6.52 | 1170
li1 | 428 | - | -
==> placed cells by master (no fill, tap or decap), types with 2 or more instances in the layout <==
master                            synthesis  final
sky130_fd_sc_hd__a21oi_1                  2      2
sky130_fd_sc_hd__a22oi_1                 15     15
sky130_fd_sc_hd__and3_1                   2      2
sky130_fd_sc_hd__clkbuf_8                 0      4
sky130_fd_sc_hd__clkdlybuf4s50_1          0     13
sky130_fd_sc_hd__dfrtp_1                 18     18
sky130_fd_sc_hd__dfstp_2                  2      2
sky130_fd_sc_hd__ha_1                     3      3
sky130_fd_sc_hd__inv_1                    2      2
sky130_fd_sc_hd__nand2_1                 15     15
sky130_fd_sc_hd__nand3_1                  2      2
sky130_fd_sc_hd__nor2_1                   4      4
sky130_fd_sc_hd__nor3_4                   2      2
sky130_fd_sc_hd__o21a_1                   2      2
sky130_fd_sc_hd__o21ai_0                  2      2
sky130_fd_sc_hd__o21ai_1                  7      7
sky130_fd_sc_hd__o2bb2ai_1                3      3
==> state kept, by name, indices dropped and copies added, names as in the netlist <==
register / flops
baud_count: 4
current_bit: 3
current_byte: 8
current_state: 4
current_tx: 1
==> power by group through the flow <==
stage	Sequential, mW	Combinational [mW]	Clock [mW]
CTS	0.403	0.259	0.181
global route	0.418	0.300	0.196
finish	0.403	0.257	0.177
No activity file was given, so power comes from the tool's default toggle rates.
