[config.mk]
export PLATFORM = sky130hd
export DESIGN_NAME = register
export DESIGN_NICKNAME = register
export VERILOG_FILES = /design/flow/design.v
export SDC_FILE = /design/flow/constraint.sdc
export NUM_CORES = 4
export LEC_CHECK = 1
export CORE_UTILIZATION = 40
[constraint.sdc]
current_design register

set clk_period 8.6
set clk_io_pct 0.2

create_clock -name clk0 -period $clk_period [get_ports {clk}]

set non_clock_inputs [all_inputs -no_clocks]
set_input_delay [expr $clk_period * $clk_io_pct] -clock clk0 $non_clock_inputs
set_output_delay [expr $clk_period * $clk_io_pct] -clock clk0 [all_outputs]
[design.v]
module register
        #(parameter ADDR_WIDTH = 8, DATA_WIDTH = 8, DEPTH = (1 << ADDR_WIDTH))
        (
            input  logic  clk,
            input  logic  w_en,
            input  logic  [ADDR_WIDTH-1:0] r_addr,
            input  logic  [ADDR_WIDTH-1:0] w_addr,
            input  logic  [DATA_WIDTH-1:0] w_data,
            output logic  [DATA_WIDTH-1:0] r_data
        );
        logic [DATA_WIDTH-1:0] memory [0:DEPTH-1];
        always_ff @(posedge clk)
        begin
            if(w_en)
                memory[w_addr] <= w_data;
        end
        assign r_data = memory[r_addr];
endmodule
[run.sh]
#!/bin/bash
# OpenROAD 26Q1-2900-gdf79404cd8, Yosys 0.63+post, stock flow scripts
make -C /OpenROAD-flow-scripts/flow DESIGN_CONFIG=/design/flow/config.mk WORK_HOME=/design/flow/orfs finish
==> run notes <==
flow finished, numbers: Power Dens Cells 227.3 nW/um^2, hold_buf cts 0, first-pass GRT wire length 284.6 mm, Via density 5.651, FILL cells 16180, Mean Syn Cell Area 21.31 um^2, Tmin final 7692 ps, cell count in the Yosys report 3725, initial antenna violation count 9, Comb pwr share 0.049, wire length per cell 28.91 um, H-tree depth 4, critical path type primary input to output port, CP required 6880 ps, sw frac 0.2129, vias after detailed routing 37980, DRT iter0 DRCs 2695, count of library flops with an enable pin 2048, Synth mux share 0.1465, first-pass iteration count of the detailed router 6, GRT Util Overall 0.2182, # port buffers 33, ys flop type edfxtp_1, Slowest cell on crit path nor4_1, critical path endpoint category output port, CTS Buf Count 202, outcome complete, no violations, CP Launch Type primary input, max reg flops 2048, Sequential Power Share 0.542, worst path cell trace buf_8 > buf_12 > buf_4 > nor2b_1 > a221oi_1 > o211ai_1 > nand3_1 > nor4_1 > buf_4 > nor4_1 > clkdlybuf4s50_1, total leakage power 27.35 nW, Final Cycle Share 0.8944, Non-Filler Instances 6720, Root Driver clkbuf_16, CP max FO 69, post_cts resized 0, GRT overflow 0, tally of OpenROAD warnings 30, max_slew headroom 0.2013, fp util 0.4026, routability cong. 0.9010, Syn Inst Count 3725, WHS 1297 ps, # DRC 0, register area share after synthesis 0.7746, Final Hold Viols 0, Post-CTS Setup Bufs 0, Ys Warns 1, die extent in x 447.5 um, Adder Area Share 0, setup TNS 0 ps, most flop-heavy register memory, switching power total 4.325 mW, endpoints failing setup 0, Detailed Place HPWL 117.7 mm, top flop regs memory: 2048 flops, Slew @ Worst Pin 1187 ps, largest net degree at the start of global routing 106, Int Pwr 15.98 mW, f_max 0.1300 GHz, # rows 163, Max clock buf depth 3, clock-pin slew of the registers on the worst-case setup and hold paths 60 ps, RSZ-0062 raised after global routing false, Die Ht 447.5 um, Clock Power Share 0.409, worst min path class primary input to flip-flop, MaxCap Viol Count 0, yosys aoi share 0.03426, worst stage delay on the critical path 870 ps, Unique masters post-synth 54, CTS tree yes, comb area leader multiplexers, total power 20.31 mW, placed instance count 6342, Pins Over Slew Limit 0, Basic Gates by Area 0.02633, Flops after synth 2048, Ports 34, remaining antenna violation count 0, chip area 200300 um^2, core area 197200 um^2, YS chip area 79400 um^2, Post-Synth XOR/XNOR Area 0, Async S/R FF share, synth 0, hold path cells 1, Netlist Area Pre-Place 79400 um^2, area delta synth->final 12.54%, layout cell share with drive strength beyond 1 0.2286, peak supply drop 0.0001597 V, Sink Count 2048, final wirelength 194.3 mm, vias in the first global route 41560, crit path DAT 5970 ps
[placed cells by master, fill, tap and decap left out, types with 46 or more instances in the layout]
master / instances
clkinv_1: 57
nor2_1: 279
clkbuf_16: 205
a22oi_1: 133
mux2i_1: 134
mux4_2: 454
a21oi_1: 96
clkbuf_1: 47
edfxtp_1: 2048
buf_4: 166
o221ai_1: 46
[cells in the mapped netlist, types with 3 or more instances]
cell | number | area (um^2)
buf_1 | 22 | 82.58
buf_6 | 21 | 236.5
and2_1 | 6 | 37.54
buf_4 | 27 | 202.7
nor2_1 | 282 | 1059
a22o_1 | 8 | 70.07
buf_8 | 13 | 195.2
nand2_1 | 33 | 123.9
o32ai_1 | 4 | 35.03
o211ai_1 | 10 | 75.07
nand4_1 | 10 | 62.56
a211oi_1 | 16 | 120.1
nor4_1 | 24 | 150.1
a21oi_1 | 96 | 480.5
nand2b_1 | 8 | 50.05
clkbuf_1 | 111 | 416.7
mux2i_1 | 134 | 1341
buf_2 | 31 | 155.2
nor3_1 | 22 | 110.1
or2_2 | 4 | 25.02
o221ai_1 | 46 | 402.9
mux4_2 | 454 | 10220
nand3_1 | 34 | 170.2
a22oi_1 | 133 | 998.5
nor2b_1 | 31 | 193.9
o22a_1 | 5 | 43.79
buf_12 | 8 | 160.2
edfxtp_1 | 2048 | 61500
nor4_2 | 3 | 37.54
o22ai_1 | 28 | 175.2
o21ai_0 | 10 | 50.05
a221oi_1 | 13 | 113.9
[cells by family after synthesis]
logic type             after synthesis
buffers and inverters              235
DFF                               2048
AOI/OAI and AO/OA                  385
and+or+nand+nor                    466
muxes                              591
[critical path: cells and delay by family]
| family | cells | cell delay [ps] |
|---|---|---|
| buffers and inverters | 5 | 2150 |
| and+or+nand+nor | 4 | 1510 |
| AOI/OAI and AO/OA | 2 | 480 |
[stage by stage]
| step | utilization | instance area (um^2) | worst slack, ps |
|---|---|---|---|
| finish | 0.4531 | 89360 | 907.9 |
| global route | 0.4530 | 89340 | 699.1 |
| CTS | 0.4530 | 89340 | 671.6 |
| detailed placement | 0.4216 | 83150 | 686.4 |
| global placement | 0.4216 | 83150 | 636.2 |
| floorplan | - | 79400 | 3364 |
[final timing paths]
kind	to	slack [ps]	startpoint
worst max-delay path	r_data[7]	910	r_addr[1]
worst min-delay path	memory[86][4]$_DFFE_PP_	1300	w_data[4]
[layout make-up]
class / count / area, um^2 / share of cell area
clock buffers: 252 / 5306 / 0.05938
inverters: 2 / 7.507 / 0.00008401
clock inverters: 118 / 877.1 / 0.009816
diodes: 8 / 20.02 / 0.0002240
multi-input cells: 1442 / 16490 / 0.1845
repair buffers: 210 / 1857 / 0.02078
flip-flops and latches: 2048 / 61500 / 0.6882
well taps: 2640 / 3303 / 0.03697
[layer usage]
metal,track usage,wire length (um)
met5,0.006838,239
met4,0.04881,5735
met3,0.1508,29830
met2,0.3221,93050
met1,0.2769,65440
[power by group through the flow]
stage	logic (mW)	registers, mW	clock network, mW
after CTS	1.01	11.0	8.46
after global routing	1.07	11.0	8.84
final	0.994	11.0	8.31
Power and IR drop assume default switching activity.
